==> ./design.v <==
module ShiftOut (
	input [7:0] data,
	input clk,
	input nreset,
	output dout,
	output shift_clk,
	output latch
);
	reg [3:0] sm = 0;
    assign latch = sm[3];
	assign shift_clk = clk & (~latch);
	assign dout = data[sm[2:0]] & (~latch);
	always @(negedge clk) begin
		if (nreset == 1'b0) begin
			sm <= 0;
		end else begin
			sm <= sm + 1;
		end
	end
endmodule
module ShiftIn16 (
    output reg [15:0] data,
    input din,
    input shift_clk,
    input latch
);
    reg [15:0] data_buffer;
    always @(posedge shift_clk) begin 
            data_buffer <= (data_buffer << 1) | din;
    end
    always @(posedge latch) begin 
            data <= data_buffer;
    end
endmodule
==> ./run.sh <==
#!/bin/bash
# OpenROAD 26Q1-2900-gdf79404cd8, Yosys 0.63+post, stock flow scripts
make -C /OpenROAD-flow-scripts/flow DESIGN_CONFIG=/design/flow/config.mk WORK_HOME=/design/flow/orfs finish
==> ./config.mk <==
export PLATFORM = sky130hd
export DESIGN_NAME = ShiftOut
export DESIGN_NICKNAME = ShiftOut
export VERILOG_FILES = /design/flow/design.v
export SDC_FILE = /design/flow/constraint.sdc
export NUM_CORES = 4
export LEC_CHECK = 1
export CORE_AREA = 10 10 70 70
export DIE_AREA = 0 0 80 80
==> ./constraint.sdc <==
current_design ShiftOut

set clk_period 2.7
set clk_io_pct 0.2

create_clock -name clk0 -period $clk_period [get_ports {clk}]

set non_clock_inputs [all_inputs -no_clocks]
set_input_delay [expr $clk_period * $clk_io_pct] -clock clk0 $non_clock_inputs
set_output_delay [expr $clk_period * $clk_io_pct] -clock clk0 [all_outputs]
==> reports/results.tsv <==
metric	value	unit
type of the worst min-delay path	flip-flop to flip-flop	
CTS tree	yes	
YS chip area	224	um2
clk latency of the worst-skew pair	0.31	ns
Top non-seq family	multiplexers	
average wire per standard cell	9.11	um
GRT overflow	0	
# Cells Yosys	22	
worst slew pin tran	0.178	ns
reg2reg end	sm[2]$_SDFF_NN0_	
reg2reg start	sm[0]$_SDFF_NN0_	
RSZ-0062 raised after global routing	true	
worst ir drop on vdd	0.135	mV
failing checks	setup timing	
GP Congestion	0.757	
Clock transition at path regs	0.03	ns
via count	278	
setup TNS	-0.726	ns
worst path buffer plus inverter count	1	
final worst clock skew	0.0108	ns
Yosys reg bits	4	
vias in the first global route	358	
Synth Area in XOR/XNOR	7.82	%
chip width	80	um
placed instance count	86	
I/O pin total	13	
average cell area after synthesis	10.2	um2
hold worst-path end	sm[3]$_SDFF_NN0_	
Slowest-stage cell, CP	mux4_2	
fraction of layout cells with a size suffix above 1	43.1	%
Top Registers	sm: 4 flops	
Total Wirelength	884	um
Setup WS post-layout	-0.621	ns
fa+ha+maj area frac	5.59	%
Slew Limit Fails	0	
first-pass GRT wire length	1520	um
Final ANT Viol Nets	0	
Layout area overhead	135	%
Rows	21	
max reg flops	4	
Arr. time, crit path	2.78	ns
Root Driver	clkbuf_4	
CP max stage delay	0.53	ns
drc violations	0	
Final Hold Vio Count	0	
drt first-iter violations	3	
Starting Density	6.56	%
crit end category	output port	
final setup fails	4	
outcome	finished with violations	
Pleak	0.241	nW
post-synth top area share	35.8	%
post-route core utilization	15.4	%
final std cells w/o fill	97	
Reg2Reg Depth	6	
sequential area share after synthesis	35.8	%
1st-pass router iterations	2	
worst hold stages	4	
Async S/R FF share, synth	0	%
Commonest flop	dfxtp_1	
worst-path cell chain	mux4_2, nor2_4, a311oi_2, buf_2	
Synth area leader	dfxtp_1	
antenna cell count	0	
CTS H-tree lvls	1	
Setup Slack @ Placement	-0.629	ns
Multiplexer share	20.7	%
Basic Gates by Area	19.6	%
largest net degree at the start of global routing	5	
r2r setup slk	1.36	ns
core area	3420	um2
power per cell area	534	nW/um2
HPWL after DPL	567	um
crit path kind	flip-flop to output port	
Max-slew headroom	87.8	%
Hold Startpoint	sm[3]$_SDFF_NN0_	
maxcap violations	0	
GRT Overall Usage	3.09	%
most numerous cell in the Yosys netlist	dfxtp_1	
DIE HEIGHT	80	um
Crit path required time	2.16	ns
nature of the critical path startpoint	flip-flop	
Mapped Area	224	um2
IO buf count	12	
library cells used by synthesis	13	
main area contributors	dfxtp_1, mux4_1, mux2i_1	
yosys warning tally	1	
die area	6400	um2
Post-Synth AOI/OAI Area	7.26	%
Log Warnings	35	
deepest clock path buffer count	2	
cts hold-fix bufs	0	
worst-path fanout max	2	
delay-heaviest family, CP	multiplexers	
vias per cell	2.87	
cts bufs inserted	3	
Post-synth EDFFs	0	
register bank with the most flops	sm	
hold slack	0.789	ns
initial antenna violation count	0	
most frequent cells after synthesis	dfxtp_1, and2_1, nor2_1	
synthesized instance count	22	
-- worst max-delay path by stage --
stage	start	to	slack, ns	cells after the start
6_report	sm[0]$_SDFF_NN0_	dout	-0.62	4
4_1_cts	sm[0]$_SDFF_NN0_	dout	-0.63	4
5_1_grt	sm[0]$_SDFF_NN0_	dout	-0.71	4
-- tightest hold or removal path: stages (launching register included) --
cell,delay [ns]
dfxtp_2,0.32
buf_6,0.11
buf_4,0.10
xnor2_1,0.06
and2_1,0.15
-- per-layer routing --
| layer | vias up | wire length [um] | track usage [%] |
|---|---|---|---|
| li1 | 135 | - | - |
| met5 | - | 0 | 0 |
| met4 | 0 | 0 | 1.58 |
| met3 | 0 | 168 | 3.75 |
| met1 | 125 | 445 | 3.74 |
| met2 | 18 | 271 | 2.81 |
-- cells by family (layout without fill, tap and decap cells) --
kind of cell / count (synthesis) / count (layout)
multiplexers: 3 / 3
buffers and inverters: 2 / 31
adder cells (fa/ha/maj): 1 / 1
XOR/XNOR: 2 / 2
flip-flops: 4 / 4
AND-OR/OR-AND: 2 / 2
AND/OR/NAND/NOR: 8 / 8
-- per-stage QoR --
step / area (um2) / power [W]
finish: 526 / 0.000281
global route: 526 / 0.000313
CTS: 515 / 0.000260
detailed placement: 444 / 0.000161
global placement: 444 / 0.000160
floorplan: 221 / 0.000103
-- final cells by class --
| cell class | count | area, um2 |
|---|---|---|
| Fill cell | 392 | 2890 |
| Clock inverter | 6 | 22.5 |
| Clock buffer | 4 | 27.5 |
| Tap cell | 46 | 57.6 |
| Multi-Input combinational cell | 16 | 154 |
| Inverter | 1 | 3.75 |
| Sequential cell | 4 | 82.6 |
| Timing Repair Buffer | 20 | 178 |
-- cells in the final DEF (no fill, tap or decap), drive strengths merged --
cell type	synthesis	final
ha	1	1
and2b	1	1
xnor2	1	1
a21o	1	1
nand3	1	1
a311oi	1	1
xor2	1	1
clkbuf	0	3
dfxtp	4	4
buf	0	12
mux2i	2	2
clkdlybuf4s50	0	9
mux4	1	1
nor2	3	3
inv	2	7
and2	3	3
-- what timing repair did --
action,4_1_cts,5_1_grt
pin swaps,2,2
setup buffers,4,0
resized,13,5
setup endpoints to repair,4,4
-- report_power, final --
part	internal (W)	switching, W	leakage (nW)
combinational	0.0000365	0.0000173	0.154
sequential	0.0000637	0.00000405	0.0336
clock	0.0000868	0.0000723	0.0529
Power and IR drop assume default switching activity.
