<file path="config.mk">
export PLATFORM = sky130hd
export DESIGN_NAME = Prescaler
export DESIGN_NICKNAME = Prescaler
export VERILOG_FILES = /design/flow/design.v
export SDC_FILE = /design/flow/constraint.sdc
export NUM_CORES = 4
export LEC_CHECK = 1
export CORE_UTILIZATION = 50
</file>
<file path="constraint.sdc">
current_design Prescaler

set clk_period 6.4
set clk_io_pct 0.2

create_clock -name clk0 -period $clk_period [get_ports {clk}]

set non_clock_inputs [all_inputs -no_clocks]
set_input_delay [expr $clk_period * $clk_io_pct] -clock clk0 $non_clock_inputs
set_output_delay [expr $clk_period * $clk_io_pct] -clock clk0 [all_outputs]
</file>
<file path="run.sh">
#!/bin/bash
# OpenROAD 26Q1-2900-gdf79404cd8, Yosys 0.63+post, stock flow scripts
make -C /OpenROAD-flow-scripts/flow DESIGN_CONFIG=/design/flow/config.mk WORK_HOME=/design/flow/orfs finish
</file>
<file path="design.v">
module Prescaler (
	input clk,
	input nreset,
	input [31:0] psc,
	output reg sclk
);
	reg [31:0] count;
	always @(posedge clk) begin
		if (nreset == 1'b0) begin
			count <= 4'b0;
			sclk <= 0;
		end else begin
			count <= count + 1'b1;
			if (count > psc) begin
				count <= 0;
				sclk <= ~sclk;
			end
		end
	end
endmodule 
</file>
==> flow_metrics.py <==
# Auto-generated metrics
metrics = {
    "global_routing": {
        "first_global_vias": 1597,
        "antenna_found_initial": 0,
        "grt_max_degree": 21,
        "grt_overflow": 0,
        "busiest_layer": "met1",
        "grtUsageMet2_pct": 27.99,
        "grt_use_met1_pct": 28.99,
        "grt.total_usage_pct": 18.25,
        "grt_pass1_wl_um": 7134,
        "use_met3_pct": 2.482,
    },
    "clocking": {
        "cts_tree": "yes",
        "tritoncts.num_buffers": 5,
        "post_cts_resized": 0,
        "cts_setup_buffers": 0,
        "cts_max_level": 2,
        "cts_hold_buffers": 0,
        "insertion_delay_ps": 280,
        "cts-root-buf": "clkbuf_8",
        "cts_sinks": 33,
        "cts.path.max_buffers": 2,
        "clkTransAtPathRegs_ps": 60,
    },
    "die": {
        "dieArea_sq_um": 4885,
        "io_pins": 35,
        "core_sq_um": 4384,
        "fp.dieW_um": 69.89,
        "die_y_um": 69.89,
        "row_count": 24,
        "fp-utilization_pct": 52.57,
    },
    "route": {
        "via_per_inst": 4.888,
        "num_vias": 1789,
        "finalWirelength_um": 4098,
        "firstDrtPassIters": 4,
        "ant_nets": 0,
        "drc": 0,
        "wl_per_cell_um": 11.20,
        "antenna-diode-count": 0,
        "drtIter0Drc": 83,
    },
    "sta": {
        "final_hold_viol_count": 0,
        "tns_ps": 0,
        "fin_crit_sh_pct": 59.37,
        "slew-limit-headroom_pct": 59.67,
        "skew_ps": 6.686,
        "period_needed_ps": 3800,
        "slew_viol_final": 0,
        "worstMarginPinSlew_ps": 599.5,
        "grt_setup_unrepaired": "no",
        "fmax_mhz": 263.2,
        "holdWs_ps": 471.4,
        "setup_viol": 0,
    },
    "logic_synthesis": {
        "edf_count": 0,
        "area_leaders": "dfxtp_1 (29%), ha_1 (18%), xnor2_1 (7.2%)",
        "netlist_instances": 276,
        "ys.flops": 33,
        "top_area_share_pct": 28.66,
        "synth_stat.cells": 276,
        "common_cells": "nor2_1 (39), inv_1 (37), dfxtp_1 (33), ha_1 (33), xnor2_1 (19)",
        "yosys_warnings": 1,
        "ys_seq_share_pct": 28.66,
        "synthFlopType": "dfxtp_1",
        "synth_area_leader_cell": "dfxtp_1",
        "syn-cell-area_sq_um": 2305,
        "postSynthAreaPerCell_sq_um": 8.350,
        "synth_cell_types": 34,
        "synth.most_common_cell": "nor2_1",
        "ys_chip_area_sq_um": 2305,
        "synth-async-reset-ratio_pct": 0,
    },
    "flow_run": {
        "drv_cap": 0,
        "warnings": 26,
    },
    "pwr": {
        "power_w": 0.0004022,
        "vdd_drop_max_uv": 130.9,
        "power_leakage_nw": 1.190,
        "p_per_area_nw_per_um2": 145.6,
    },
    "setup_path": {
        "crit_fanout": 20,
        "r2r_cells": 7,
        "cp.arrival_ps": 4020,
        "cp.required_ps": 6620,
        "crit_path_start_kind": "input pin",
        "critPathKind": "input pin to flop",
        "setup.worst_path.end_class": "flop",
    },
    "finish": {
        "finalNonFillerCells": 366,
        "drive_above_1_share_pct": 9.236,
        "area_growth_pct": 19.87,
        "fill_cells": 384,
        "fin_util_pct": 63.01,
    },
    "placement": {
        "post-dp-hpwl_um": 3264,
        "placed_cells": 358,
        "io_buffers": 34,
        "routabilityCongestion": 0.8418,
    },
    "run_status": {
        "status": "complete, no violations",
    },
    "worst_hold_path": {
        "holdPathStages": 1,
        "hp-class": "flop to flop",
    },
}
final timing paths:
kind	start	end	slack [ps]
setup / recovery	psc[13]	count[3]	2600
hold / removal	count[0]	count[0]	470
setup reg to reg	count[11]	count[3]	3690
hold reg to reg	count[0]	count[0]	470
layer usage:
layer	vias up	share of wire (%)
met4	0	1.4
met3	5	3.0
met5	-	0
li1	1000	-
met1	757	52
met2	27	43
registers in the layout, indices dropped and copies added (netlist names):
| register | flops |
|---|---|
| count | 32 |
| sclk | 1 |
critical path: stages:
cell	delay, ps
clkdlybuf4s50_1	460
inv_1	50
ha_1	280
nand4_1	160
nor4_1	590
a22o_1	310
nand3_1	400
buf_4	370
nor2_1	110
area by class of cell:
cell class | instances | area [sq um] | share of cell area (%)
Timing Repair Buffer | 35 | 347.8 | 12.59
Clock inverter | 2 | 10.01 | 0.3623
Tap cell | 52 | 65.06 | 2.355
Sequential cell | 33 | 660.6 | 23.91
Clock buffer | 6 | 72.57 | 2.627
Multi-Input combinational cell | 201 | 1468 | 53.13
Inverter | 37 | 138.9 | 5.027
cells in the final DEF, fill, tap and decap left out:
| cell | n |
|---|---|
| nor3_1 | 1 |
| and4_1 | 1 |
| a21oi_1 | 14 |
| clkinv_2 | 2 |
| and3_1 | 1 |
| nor3_2 | 8 |
| and3b_1 | 1 |
| o21ai_0 | 5 |
| a21o_1 | 3 |
| nand3_1 | 13 |
| nor2_2 | 5 |
| o211ai_1 | 1 |
| nand3_4 | 1 |
| nor2b_1 | 2 |
| xor2_1 | 11 |
| o31ai_2 | 1 |
| clkbuf_1 | 1 |
| a221o_1 | 1 |
| nor2_1 | 39 |
| nand4_1 | 12 |
| clkbuf_8 | 5 |
| a22o_1 | 1 |
| nand2b_1 | 1 |
| ha_1 | 33 |
| nor4_4 | 1 |
| dfxtp_1 | 33 |
| nor4_1 | 2 |
| nand4_2 | 1 |
| clkdlybuf4s50_1 | 34 |
| or4_4 | 2 |
| and3_4 | 2 |
| xnor2_1 | 19 |
| nand2_1 | 17 |
| buf_4 | 1 |
| inv_1 | 37 |
| a2111oi_0 | 1 |
| a221oi_1 | 1 |
kinds of logic (layout without fill, tap and decap cells):
family	Yosys count	count (layout)	synth area share (%)
compound gates	28	28	7.546
flops	33	33	28.66
fa+ha+maj	33	33	17.92
buf+inv	42	80	7.654
simple gates	110	110	26.82
xor+xnor	30	30	11.40
metrics by stage:
step	setup WS [ps]	instance area [sq um]
2_1_floorplan	3427	2305
3_3_place_gp	2342	2680
3_5_place_dp	2343	2680
4_1_cts	2630	2763
5_1_grt	2362	2763
6_report	2600	2763
report_power, final:
| part | switching (W) | total [W] | internal [W] |
|---|---|---|---|
| Clock | 0.0000727 | 0.000148 | 0.0000752 |
| Combinational | 0.0000180 | 0.0000454 | 0.0000274 |
| Sequential | 0.00000180 | 0.000209 | 0.000207 |
No activity file was given, so power comes from the tool's default toggle rates.
