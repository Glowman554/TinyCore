--- flow/constraint.sdc ---
current_design TinySOC

set clk_period 30.3
set clk_io_pct 0.2

create_clock -name clk0 -period $clk_period [get_ports {clk}]
create_clock -name clk1 -period $clk_period [get_ports {in}]

set non_clock_inputs [all_inputs -no_clocks]
set_input_delay [expr $clk_period * $clk_io_pct] -clock clk0 $non_clock_inputs
set_output_delay [expr $clk_period * $clk_io_pct] -clock clk0 [all_outputs]
--- flow/run.sh ---
#!/bin/bash
# OpenROAD 26Q1-2900-gdf79404cd8, Yosys 0.63+post, stock flow scripts
make -C /OpenROAD-flow-scripts/flow DESIGN_CONFIG=/design/flow/config.mk WORK_HOME=/design/flow/orfs finish
--- flow/design.v ---
module ShiftOut (
	input [7:0] data,
	input clk,
	input nreset,
	output dout,
	output shift_clk,
	output latch
);
	reg [3:0] sm = 0;
    assign latch = sm[3];
	assign shift_clk = clk & (~latch);
	assign dout = data[sm[2:0]] & (~latch);
	always @(negedge clk) begin
		if (nreset == 1'b0) begin
			sm <= 0;
		end else begin
			sm <= sm + 1;
		end
	end
endmodule
module ShiftIn16 (
    output reg [15:0] data,
    input din,
    input shift_clk,
    input latch
);
    reg [15:0] data_buffer;
    always @(posedge shift_clk) begin 
            data_buffer <= (data_buffer << 1) | din;
    end
    always @(posedge latch) begin 
            data <= data_buffer;
    end
endmodule
module TinySOC (
    input nreset,
    input clk,
    input [7:0] in,
	output [7:0] out,
    input prg
);
    wire read;
	wire write;
	wire [7:0] wdata;
    wire ramsel;
	wire [7:0] data_rdata;
	wire [7:0] code_rdata;
	wire [7:0] rdata = ramsel ? data_rdata : code_rdata;
	wire [7:0] addr;
    wire prg_din = in[0];
    wire prg_shift_clk = in[1];
    wire prg_latch = in[2];
	wire prg_write = prg_latch;
	wire [7:0] prg_wdata;
	wire [7:0] prg_addr;
    ShiftIn16 prg_port({prg_addr, prg_wdata}, prg_din, prg_shift_clk, prg_latch);
	TinyCore core(prg ? 1'b0 : clk, nreset, read, write, wdata, rdata, addr, ramsel, out, in);
	TinyRAM data_ram(
		clk,
		read,
		write,
		wdata,
		data_rdata,
		addr,
		ramsel
	);
	TinyRAM code_ram(
		clk,
		read,
        prg ? prg_write : write,
        prg ? prg_wdata : wdata,
        code_rdata,
        prg ? prg_addr : addr,
		prg ? 1'b1 : !ramsel
	);
endmodule
module TinyALU (
	input [7:0] a,
	input [7:0] b,
	output [7:0] addition,
	output [7:0] substraction,
	output [7:0] not_and
);
	assign addition = a + b;
	assign substraction = a - b;
	assign not_and = ~(a & b);
endmodule
module TinyCore (
	input clk,
	input nreset,
	output read,
	output write,
	output [7:0] wdata,
	input [7:0] rdata,
	output [7:0] addr,
	output ramsel,
	output reg [7:0] out,
	input [7:0] in
);
	wire addr_mode = opcode == INSTRUCTION_LDM | opcode == INSTRUCTION_STM;  
	assign addr = !(state == STATE_EXECUTE) ? program_counter : addr_mode ? registers[ir1] : instruction_im;
	assign write = state == STATE_EXECUTE & (opcode == INSTRUCTION_STM | opcode == INSTRUCTION_STMI);
	assign read = !write;
	assign ramsel = state == STATE_EXECUTE;  
	assign wdata = registers[ir0];
	reg [7:0] instruction;
	reg [7:0] instruction_im;
	wire [3:0] opcode = instruction[7:4];
	wire [1:0] ir0 = instruction[3:2];
	wire [1:0] ir1 = instruction[1:0];
	localparam STATE_FETCH0 = 0;
	localparam STATE_FETCH1 = 1;
	localparam STATE_EXECUTE = 2;
	localparam STATE_HALT = 3;
localparam INSTRUCTION_ADDI = 4'b0;  
localparam INSTRUCTION_ADD = 4'b1;  
localparam INSTRUCTION_SUBI = 4'b10;  
localparam INSTRUCTION_SUB = 4'b11;  
localparam INSTRUCTION_NAND = 4'b100;  
localparam INSTRUCTION_LDI = 4'b101;  
localparam INSTRUCTION_MOV = 4'b110;  
localparam INSTRUCTION_LDM = 4'b111;  
localparam INSTRUCTION_LDMI = 4'b1000;  
localparam INSTRUCTION_STM = 4'b1001;  
localparam INSTRUCTION_STMI = 4'b1010;  
localparam INSTRUCTION_JZI = 4'b1011;  
localparam INSTRUCTION_JI = 4'b1100;  
localparam INSTRUCTION_OUT = 4'b1101;  
localparam INSTRUCTION_IN = 4'b1110;  
localparam INSTRUCTION_HALT = 4'b1111;  
	reg [7:0] program_counter;
	reg [1:0] state;
	reg [7:0] registers [0:3];
	wire [7:0] addition;
	wire [7:0] substraction;
	wire [7:0] not_and;
	wire alu_mode = opcode == INSTRUCTION_SUBI | opcode == INSTRUCTION_ADDI;  
	TinyALU alu(registers[ir0], alu_mode ? instruction_im : registers[ir1], addition, substraction, not_and);
	always @(negedge clk) begin
		if (nreset) begin
			case (state)
				STATE_FETCH0:
					begin
						instruction <= rdata;
						program_counter <= program_counter + 1;
						state <= STATE_FETCH1;
					end
				STATE_FETCH1:
					begin
						instruction_im <= rdata;
						program_counter <= program_counter + 1;
						state <= STATE_EXECUTE;
					end
				STATE_EXECUTE:
					begin
						case (opcode)
							INSTRUCTION_ADDI:
								begin
									registers[ir0] <= addition;
								end
							INSTRUCTION_ADD:
								begin
									registers[ir0] <= addition;
								end
							INSTRUCTION_SUBI:
								begin
									registers[ir0] <= substraction;
								end
							INSTRUCTION_SUB:
								begin
									registers[ir0] <= substraction;
								end
							INSTRUCTION_NAND:
								begin
									registers[ir0] <= not_and;
								end
							INSTRUCTION_LDI:
								begin
									registers[ir0] <= instruction_im;
								end
							INSTRUCTION_MOV:
								begin
									registers[ir0] <= registers[ir1];
								end
							INSTRUCTION_LDM:
								begin
									registers[ir0] <= rdata;
								end
							INSTRUCTION_LDMI:
								begin
									registers[ir0] <= rdata;
								end
							INSTRUCTION_JZI:
								begin
									if (registers[ir0] == 0) begin
										program_counter <= instruction_im;
									end
								end
							INSTRUCTION_JI:
								begin
									program_counter <= instruction_im;
								end
							INSTRUCTION_OUT:
								begin
									out <= registers[ir0];
								end
							INSTRUCTION_IN:
								begin
									registers[ir0] <= in;
								end
						endcase
						if (opcode == INSTRUCTION_HALT) begin
								state <= STATE_HALT;
							end else begin 
								state <= STATE_FETCH0;
							end
						end
				endcase
		end else begin
			program_counter <= 8'b00000000;  
			state <= STATE_FETCH0;
			out <= 0;
			instruction <= 0;
			instruction_im <= 0;
		end
	end
endmodule
module TinyRAM (
	input clk,
	input read,
	input write,
	input [7:0] wdata,
	output [7:0] rdata,
	input [7:0] addr,
	input select
);
	reg [7:0] memory [0:255];
	assign rdata = (select & read) ? memory[addr] : 0;
	always @(posedge clk) begin
		if (write & select) begin
			memory[addr] <= wdata;
		end
	end
	initial begin
    end
endmodule
--- flow/config.mk ---
export PLATFORM = sky130hd
export DESIGN_NAME = TinySOC
export DESIGN_NICKNAME = TinySOC
export VERILOG_FILES = /design/flow/design.v
export SDC_FILE = /design/flow/constraint.sdc
export NUM_CORES = 4
export LEC_CHECK = 1
export CORE_UTILIZATION = 40
export SYNTH_MEMORY_MAX_BITS = 65536
==> run notes <==
The tools report the number of antenna violations at the first check in global routing as 39. For the critical path arrival, the log shows 13.85 ns. For this design the top-level I/O count stands at 19. The biggest area contributor in the post-synthesis netlist is sky130_fd_sc_hd__edfxtp_1. Per the layout report, the design carries 33100 filler cells. With the routed wirelength normalized by instance count at 30.7 µm, the via count of the first global-routing pass is 127000. The run gives 0.732 for the top-area cell type share of the netlist area. The run gives 238 as the number of core rows.

The stage logs contain a warning count of 189. The run finished, with violations left. The run gives 25 for the final tally of hold violations. Portion of the post-synthesis area used by sequential elements: 0.740. The main flop type was sky130_fd_sc_hd__edfxtp_1. The worst hold path belongs to the class clock port to flip-flop.

The worst register-to-register path depth is 10. The floorplan step defined a core boundary enclosing 0.421 mm². After the first detailed-routing iteration, the DRC count stood at 11300. The worst slew margin relative to its limit was 0.0625; the overall track demand over capacity in global routing was 0.303. The synthesis-stage register bit count was 4199; the static leakage was 0.0720 µW. The run gives 3 for the number of warnings printed during yosys synthesis. Once detail routing completed, the nets flagged for antenna violations numbered 0. The main area contributors are sky130_fd_sc_hd__edfxtp_1 (73%), sky130_fd_sc_hd__nand2_1 (6.0%), sky130_fd_sc_hd__mux2i_1 (2.3%). The fraction of final layout cells sized beyond drive strength 1 was 0.158; the final core utilization was 0.505. The async set-or-reset flop fraction in the synthesized netlist works out to 0. The worst supply voltage drop on vdd is 0.0667 mV. The fraction of power spent switching nets works out to 0.251. The kind of critical path was input pin to flip-flop. Clock network power share: 0.402.

Compared with the post-synthesis result, the final layout area differs by 25.4%. By instance count, the leading cell after synthesis is sky130_fd_sc_hd__edfxtp_1. The synthesized chip area reported by yosys is 0.169 mm², and the sequential fraction of design power is 0.495. The via density per instance came out at 6.12. The internal power of the cells was 9790 µW. STA classifies the critical path startpoint as an input pin. With the total congestion overflow after global routing at 0, the clock skew is 0.0860 ns. The portion of total power attributed to combinational logic was 0.103.

The synthesized netlist handed to floorplanning was reported with a cell count of 12200. The flow reported a cell area power density of 61.6 mW/mm². The run gives 3290 µW for the net switching power.

The run reported a max-capacitance violation count of 0. Setup repair after global routing left no endpoint under its margin. The chip occupies 0.426 mm².

The number of flops mapped to enable cells by yosys came out at 4128. Looking at the post-CTS report, the setup buffer insertion count equals 0. STA classifies the critical path endpoint as a flip-flop. The max-slew violation count was 0; the final routed DRC violation total was 0. A synthesized cell averages 13.8 µm². The pin closest to its max-slew limit shows a slew of 1.37 ns. As logged by OpenROAD, the buffers inserted on ports number 10.

By count the netlist is led by sky130_fd_sc_hd__edfxtp_1 (4128), sky130_fd_sc_hd__nand2_1 (2703), sky130_fd_sc_hd__nand3_1 (646), sky130_fd_sc_hd__nor2_1 (620), sky130_fd_sc_hd__and3_1 (493). The vertical die dimension reported for this design is 653 µm. The run gives 12200 for the cell count in the Yosys report. The synthesized netlist contains 97 unique library cells. The total of endpoints with negative setup slack in the final report is 0.

Detailed placement finished with a half-perimeter wire length of 333 mm. Total number of vias: 118000. The run gives 130 for the pin count of the biggest net entering global routing. On the worst setup and hold paths after CTS, the clock-pin slew comes to 0.07 ns. The synthesized netlist occupies a cell area of 0.169 mm². The checks that failed: negative hold slack. TritonCTS built the clock tree. For the routability congestion estimate, the log shows 0.980. The chip width works out to 653 µm.

For the iteration count of the initial detailed-routing pass, the log shows 10. With the first-pass GRT wire length at 839 mm, the instance count along the most critical hold path is 3. At the worst endpoint, the required time is 16.15 ns.

The routed design has 590 mm of wire. With the floorplan utilization at 0.403, the highest net fanout along the worst path is 58. The tools report the final sum of negative setup slack as 0 ns. Worst hold slack: -0.489 ns.
==> cell usage in the layout, fill, tap and decap left out, drive strengths merged, types with 19 or more instances in the layout <==
cell type / instances
edfxtp: 4128
nand2: 2705
clkbuf: 1385
nand3: 647
nor2: 624
buf: 551
and3: 493
a211oi: 439
a31oi: 410
mux2i: 391
a21oi: 215
clkinv: 171
a32oi: 148
a311oi: 125
o21ai: 96
a2111oi: 84
a22oi: 80
o22ai: 76
dfxtp: 71
nor4: 65
nand4: 59
nor3: 54
diode: 44
mux4: 43
inv: 40
bufinv: 34
mux2: 23
o211ai: 21
ha: 19
o31ai: 19
==> routing by layer <==
layer	vias to the layer above	track usage	part of all wire
met2	9612	0.382	0.43
li1	48800	-	-
met4	89	0.222	0.083
met1	56100	0.319	0.31
met3	3026	0.263	0.18
met5	-	0.0492	0.0043
==> logic make-up (layout without fill, tap and decap cells) <==
family,after synthesis,in the layout,synth area share
simple gates,4737,4737,0.121
fa+ha+maj,20,20,0.00152
xor+xnor,9,9,0.000465
other cells,0,44,0
mux,457,457,0.0305
flops,4199,4199,0.740
buf+inv,919,2219,0.0251
compound gates,1906,1906,0.0809
==> per-stage QoR <==
stage	cell area, µm²	power [µW]	cells	setup WS [ns]
after global placement	177000	7920	17600	2.81
after global routing	212000	13400	19200	2.39
after floorplan	169000	7400	12200	4.24
after CTS	212000	13100	19200	2.60
after detailed placement	177000	7930	17600	2.75
final	212000	13100	19200	2.30
==> cell type report <==
cell class | instances | area (µm²) | share of cell area
antenna | 44 | 110 | 0.000518
clock buffer | 1385 | 32600 | 0.153
clock inverter | 226 | 2070 | 0.00974
inverter | 31 | 116 | 0.000548
multi-input combinational | 7129 | 40400 | 0.190
sequential | 4199 | 125000 | 0.590
tap | 5640 | 7060 | 0.0332
timing repair buffer | 577 | 4720 | 0.0222
==> timing repair <==
action,CTS,global route
endpoints found under the hold margin,1,0
hold buffers,17,0
resized,0,0
==> state kept, by name, indices dropped and copies added, names as in the netlist, named ones only <==
| name | count |
|---|---|
| code_ram.memory | 2048 |
| core.instruction | 8 |
| core.instruction_im | 8 |
| core.out | 8 |
| core.program_counter | 8 |
| core.registers | 32 |
| core.state | 3 |
| data_ram.memory | 2048 |
| prg_port.data | 16 |
| prg_port.data_buffer | 16 |
==> final timing paths <==
| kind | start | to | slack (ns) |
|---|---|---|---|
| max | prg | flip-flop | 2.30 |
| min | in[6] | core.registers[1][6] | -0.49 |
| max reg2reg | core.instruction[4] | data_ram.memory[101][0] | 9.08 |
| min reg2reg | prg_port.data[4] | code_ram.memory[71][4] | 0.09 |
| max in group gated | prg | clock gate | 14.49 |
| max in group clk1 | in[0] | prg_port.data_buffer[0] | 15.13 |
| min in group clk1 | in[0] | prg_port.data_buffer[0] | -0.10 |
| min in group gated | prg | clock gate | 0.48 |
==> power by group through the flow <==
stage	clock network [µW]	registers, µW	logic [µW]
finish	5260	6480	1350
global route	5530	6470	1420
CTS	5320	6470	1320
==> critical path, stage by stage <==
cell	delay (ns)
sky130_fd_sc_hd__dlygate4sd3_1	0.52
sky130_fd_sc_hd__buf_2	0.38
sky130_fd_sc_hd__dlygate4sd3_1	0.76
sky130_fd_sc_hd__buf_4	0.47
sky130_fd_sc_hd__or3b_2	0.21
sky130_fd_sc_hd__o311a_2	0.16
sky130_fd_sc_hd__buf_4	0.35
sky130_fd_sc_hd__and2_4	0.58
sky130_fd_sc_hd__buf_4	0.63
sky130_fd_sc_hd__buf_4	0.65
sky130_fd_sc_hd__nand2_1	0.14
sky130_fd_sc_hd__and3_1	0.20
sky130_fd_sc_hd__a31oi_1	0.14
sky130_fd_sc_hd__o22ai_1	0.15
sky130_fd_sc_hd__nor4_1	0.91
sky130_fd_sc_hd__buf_4	0.24
sky130_fd_sc_hd__a32oi_1	0.33
sky130_fd_sc_hd__a2111o_1	0.58
sky130_fd_sc_hd__a31oi_1	0.24
Power figures rest on the tool's default switching activity, not on a simulated workload.
